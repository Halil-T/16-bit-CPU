## flow/run.sh

```bash
#!/bin/bash
# OpenROAD 26Q1-2900-gdf79404cd8, Yosys 0.63+post, stock flow scripts
make -C /OpenROAD-flow-scripts/flow DESIGN_CONFIG=/design/flow/config.mk WORK_HOME=/design/flow/orfs finish
```

## flow/config.mk

```make
export PLATFORM = sky130hd
export DESIGN_NAME = alu
export DESIGN_NICKNAME = alu
export VERILOG_FILES = /design/flow/design.v
export SDC_FILE = /design/flow/constraint.sdc
export NUM_CORES = 4
export LEC_CHECK = 1
export CORE_UTILIZATION = 40
```

## flow/constraint.sdc

```tcl
current_design alu

set clk_period 10.7
set clk_io_pct 0.2

create_clock -name clk0 -period $clk_period

set non_clock_inputs [all_inputs -no_clocks]
set_input_delay [expr $clk_period * $clk_io_pct] -clock clk0 $non_clock_inputs
set_output_delay [expr $clk_period * $clk_io_pct] -clock clk0 [all_outputs]
```

## flow/design.v

```verilog
module alu(
           input [15:0] A,B,   
           input [2:0] ALU_Sel, 
           input [3:0] shamt,
           output [15:0] ALU_Out,  
           output CarryOut  
    );
    reg [15:0] ALU_Result;
    wire [16:0] tmp;
    assign ALU_Out = ALU_Result;  
    assign tmp = {1'b0,A} + {1'b0,B};
    assign CarryOut = tmp[16];  
    always @(*)
    begin
        case(ALU_Sel)
          3'b000:  
           ALU_Result = A + B ; 
          3'b001:  
           ALU_Result = A - B ;
          3'b010:  
           ALU_Result = A & B;
          3'b011:  
           ALU_Result = A | B;
          3'b100:  
           ALU_Result = A ^ B;
          3'b101:  
           ALU_Result = ~(A | B);
          3'b110:  
           ALU_Result = ~(A & B);
          3'b111:  
           ALU_Result = A<<shamt;
          default: ALU_Result = A + B; 
        endcase
    end
endmodule
```

==> reports/qor.yml <==
power_w: 0.0002063
floorplanUtilization_pct: 42.17
top_cells_by_area: "ha_1, mux2i_1, xnor2_1"
ioPinCount: 56
placed_cells: 580
die_area_um2: 8168
hold_class: "input pin to output port"
max_cap_viol_count: 0
drc: 0
grt_use_met2_pct: 38.93
cts-resized-gates: 0
warnings: 49
yosys.area.top_type: "ha_1"
final_util_pct: 49.99
leakagePower_nw: 1.613
cp-end-kind: "output port"
track_usage_pct: 25.48
finalCritPeriodShare_pct: 75.58
holdBufCountCts: 0
ir_drop_v: 0.00002185
tightest_slew_ps: 630.3
critPathArrivalTime_ps: 5950
worstHoldStart: "ALU_Sel[0]"
ant_nets: 0
grt_max_degree: 54
criticalPathCategory: "input pin to output port"
die_height_um: 90.38
cellPowerDensity_nw_per_um2: 55.69
core_um2: 7408
slew_viol_final: 0
numPortBuffers: 56
fin_crit_ps: 8088
status: "complete, no violations"
grtUsageMet3_pct: 1.880
drtIter0Drc: 175
ys_warn_count: 1
seq_area_um2: 0
setup_viol: 0
finalHoldViolCount: 0
rsz0062_at_grt: "false"
layout-drive-gt1-share_pct: 5.198
grt_antenna_before_repair: 0
yosys_cells: 444
hpwl_um: 8541
areaGrowthSynthToFinish_pct: 18.54
overflow: 0
yosys_area_um2: 3124
worstPathMaxFanout: 41
first_pass_iters: 5
via_per_inst: 5.924
clkbuf_count: 0
max-slew-margin-rel_pct: 57.85
syn_area_per_cell_um2: 7.037
fin_tns_setup_ps: 0
num_antenna_cells: 0
flops: 0
synth_top_area_share_pct: 19.22
start_kind: "input pin"
num_rows: 31
gp_congestion: 1.010
cts_setup_buffers: 0
synthesis.instances: 444
use_met1_pct: 40.01
vias: 3436
routed_wirelength_um: 10450
grt_pass1_vias: 3058
fmax_mhz: 123.6
n_fill_cell: 741
layoutNonFillerInstCount: 580
post_drt_wl_per_cell_um: 18.02
syn_area_um2: 3124
grt_pass1_wl_um: 16350
yosysUniqueCellTypes: 59
busiest_layer: "met1"
startpoint: "ALU_Sel[1]"
worstPathRequired_ps: 8560
die_width_um: 90.38
logic_area_um2: 2833
ys_seq_share_pct: 0
stage by stage:
stage                     cell area, um2  worst slack [ps]  hold WS (ps)
final                               3704              2612          5351
after global routing                3704              2287          5439
after CTS                           3704              2613          5350
after detailed placement            3704              2613          5350
after global placement              3704              2676          5334
after floorplan                     3124              3941          4404
cell families after synthesis:
family | count (synthesis) | share of synthesized area (%)
AOI/OAI and AO/OA | 153 | 31.32
muxes | 40 | 15.10
xor gates and xnor gates | 27 | 7.569
buffers and inverters | 66 | 9.331
adders and majority gates | 49 | 19.86
and+or+nand+nor | 109 | 16.82
layer usage:
layer / wire length (um) / vias up / share of wire (%)
li1: - / 1707 / -
met1: 5065 / 1567 / 48
met2: 4580 / 144 / 44
met3: 623 / 18 / 6.0
met4: 182 / 0 / 1.7
met5: 0 / - / 0
final timing paths:
path | end | slack, ps | cells after the start
worst min-delay path | ALU_Out[0] | 5350 | 5
worst max-delay path | ALU_Out[11] | 2610 | 14
final cells by class:
class                      count  share of cell area, %
tap                           99                  3.345
timing repair buffer          60                  15.81
multi-input combinational    378                  76.49
inverter                      43                  4.358
cells in the final DEF (no fill, tap or decap), types with 3 or more instances in the layout:
cell	n
a211oi_1	12
a21o_1	7
a21oi_1	39
a221oi_1	4
a31oi_1	4
and3_1	4
buf_4	4
clkdlybuf4s50_1	55
ha_1	48
inv_1	41
mux2_2	6
mux2i_1	28
mux4_2	5
nand2_1	37
nand2b_1	7
nand3_1	6
nand4_1	3
nor2_1	28
nor2b_1	4
nor3_1	7
o211ai_1	11
o21a_1	4
o21ai_0	38
o21bai_1	6
o221ai_1	6
o22ai_1	4
or2_2	3
xnor2_1	24
xor2_1	3
where the power goes:
group	switching (W)	leakage, nW	internal, W	total (W)
sequential	0	0	0	0
clock	0	0	0	0
combinational	0.000108	1.61	0.0000979	0.000206
total	0.000108	1.61	0.0000979	0.000206
critical path: stages:
cell and delay (ps):
clkdlybuf4s50_1 390, buf_4 250, nor2_2 360, and2_1 440, nor2_1 110, xnor2_1 140
ha_1 340, and3_1 210, a211oi_2 310, a211o_1 230, nand2_1 80, a2111oi_0 440
a211oi_1 90, clkdlybuf4s50_1 420
synth_stat cells (4+ instances only):
library cell,count
xnor2_1,24
o21bai_1,6
nor2b_1,4
mux4_2,5
nor3_1,7
ha_1,48
inv_1,41
buf_2,7
nand3_1,6
o221ai_1,6
and3_1,4
nor2_1,28
a221oi_1,4
mux2i_1,28
o21ai_0,38
clkbuf_1,10
a21oi_1,39
a21o_1,7
o211ai_1,11
nand2b_1,7
mux2_2,6
a211oi_1,12
o21a_1,4
o22ai_1,4
a31oi_1,4
nand2_1,37
Power is estimated from default activity; no workload was simulated.
